[design/flow/config.mk]
export PLATFORM = sky130hd
export DESIGN_NAME = i2c_master
export DESIGN_NICKNAME = i2c_master
export VERILOG_FILES = /design/flow/design.v
export SDC_FILE = /design/flow/constraint.sdc
export NUM_CORES = 4
export LEC_CHECK = 1
export CORE_UTILIZATION = 30
[design/flow/constraint.sdc]
current_design i2c_master

set clk_period 4.0
set clk_io_pct 0.2

create_clock -name clk0 -period $clk_period [get_ports {clk}]

set non_clock_inputs [all_inputs -no_clocks]
set_input_delay [expr $clk_period * $clk_io_pct] -clock clk0 $non_clock_inputs
set_output_delay [expr $clk_period * $clk_io_pct] -clock clk0 [all_outputs]
[design/flow/design.v]
`timescale 1ns / 1ps
module i2c_master(
	input wire clk,
	input wire rst,
	input wire [6:0] addr,
	input wire [7:0] data_in,
    input wire [7:0] data_in_2,
	input wire enable,
	input wire rw,
	output reg [7:0] data_out,
	output wire ready,
	inout i2c_sda,
	inout i2c_scl
	);
	localparam IDLE = 0;
	localparam START = 1;
	localparam ADDRESS = 2;
	localparam READ_ACK = 3;
	localparam READ_ACK2 = 10;
	localparam WRITE_DATA = 4;
	localparam WRITE_ACK = 5;
    localparam WRITE_DATA2 = 9;
	localparam READ_DATA = 6;
	localparam READ_ACK3 = 7;
	localparam STOP = 8;
	localparam DIVIDE_BY = 256;
    reg [7:0] DELAY_CONST = 32;
	reg [7:0] state = IDLE;
	reg [7:0] saved_addr;
	reg [7:0] saved_data;
    reg [7:0] saved_data_2;
	reg [7:0] counter;
	reg [15:0] counter2 = 0;
	reg [15:0] counter_independent = 0;
	reg write_enable;
	reg sda_out;
	reg i2c_scl_enable = 0;
	reg i2c_clk = 1;
	reg i2c_clk_indep = 1;
    localparam HIGH_COUNT = (DIVIDE_BY * 1/4) - 1;   
    localparam LOW_COUNT  = (DIVIDE_BY * 3/4) - 1;   
	assign ready = ((rst == 0) && (state == IDLE)) ? 1 : 0;
    assign i2c_scl = (i2c_scl_enable == 0 ) ? 1 : i2c_clk_indep;
	assign i2c_sda = (write_enable == 1) ? sda_out : 'bz;
	always @(posedge clk) begin
		if (counter2 == (DIVIDE_BY/2) - 1) begin
			i2c_clk <= ~i2c_clk;
			counter2 <= 0;
		end
		else counter2 <= counter2 + 1;
        if (i2c_clk_indep == 1'b1) begin
            if (counter_independent == HIGH_COUNT) begin
                i2c_clk_indep <= 1'b0;    
                counter_independent <= 0;
            end
            else counter_independent <= counter_independent + 1;
        end
        else begin   
            if (counter_independent == LOW_COUNT) begin
                i2c_clk_indep <= 1'b1;    
                counter_independent <= 0;
            end
            else counter_independent <= counter_independent + 1;
        end
	end
	always @(negedge i2c_clk, posedge rst) begin
		if(rst == 1) begin
			i2c_scl_enable <= 0;
		end else begin
			if ((state == IDLE) || (state == START) || (state == STOP)) begin
				i2c_scl_enable <= 0;
			end else begin
				i2c_scl_enable <= 1;
			end
		end
	end
	always @(posedge i2c_clk, posedge rst) begin	
        if(rst == 1) begin
			state <= IDLE;
		end		
		else begin
			case(state)
				IDLE: begin
					if (enable) begin
						state <= START;
						saved_addr   <= {addr, rw};
						saved_data   <= data_in;
						saved_data_2 <= data_in_2;
					end
					else state <= IDLE;
				end
				START: begin
					counter <= 7;
					state <= ADDRESS;
				end
				ADDRESS: begin
					if (counter == 0) begin 
						state <= READ_ACK;
					end else counter <= counter - 1;
				end
				READ_ACK: begin
                    counter <= 7;
                    state <= WRITE_DATA;
				end
				WRITE_DATA: begin
					if(counter == 0) begin
						state <= READ_ACK2;
					end else counter <= counter - 1;
				end
                READ_ACK2: begin
                    counter <= 7;
                    state <= WRITE_DATA2;
				end
				WRITE_DATA2: begin
					if(counter == 0) begin
						state <= READ_ACK3;
					end else counter <= counter - 1;
				end
				READ_ACK3: begin
					if ((i2c_sda == 0) && (enable == 1)) state <= IDLE;
					else state <= STOP;
				end
				READ_DATA: begin
					data_out[counter] <= i2c_sda;
					if (counter == 0) state <= WRITE_ACK;
					else counter <= counter - 1;
				end
				WRITE_ACK: begin
					state <= STOP;
				end
				STOP: begin
					state <= IDLE;
				end
			endcase
		end
	end
	always @(negedge i2c_clk, posedge rst) begin
		if(rst == 1) begin
			write_enable <= 1;
			sda_out <= 1;
		end else begin
			case(state)
				START: begin
					write_enable <= 1;
					sda_out <= 0;
				end
				ADDRESS: begin
					sda_out <= saved_addr[counter];
				end
				READ_ACK: begin
					write_enable <= 0;
				end
				READ_ACK2: begin
					write_enable <= 0;
				end
                READ_ACK3: begin
					write_enable <= 0;
				end
				WRITE_DATA: begin 
					write_enable <= 1;
					sda_out <= saved_data[counter];
				end
				WRITE_ACK: begin
					write_enable <= 1;
					sda_out <= 0;
				end
                WRITE_DATA2: begin
					write_enable <= 1;
					sda_out <= saved_data_2[counter];
				end
				READ_DATA: begin
					write_enable <= 0;				
				end
				STOP: begin
					write_enable <= 1;
					sda_out <= 1;
				end
			endcase
		end
	end
endmodule
[design/flow/run.sh]
#!/bin/bash
# OpenROAD 26Q1-2900-gdf79404cd8, Yosys 0.63+post, stock flow scripts
make -C /OpenROAD-flow-scripts/flow DESIGN_CONFIG=/design/flow/config.mk WORK_HOME=/design/flow/orfs finish
==> impl_metrics.xml <==
<?xml version="1.0" encoding="UTF-8"?>
<metrics>
  <group name="status">
    <metric name="stop_stage" unit="">clock tree synthesis</metric>
    <metric name="toolErrorMsg" unit="">[error] [KeplerFormal.cpp:679] Workflow failed: Iso has multiple drivers: .i2c_sda0, i2c_sda$_DFFE_NP1P_.Q0</metric>
    <metric name="outcome" unit="">did not finish</metric>
  </group>
  <group name="logic_synthesis">
    <metric name="synth_area_leader_cell" unit="">edfxtp_1</metric>
    <metric name="mapped_avg_cell_area" unit="µm²">11.1</metric>
    <metric name="yosys.cell_types.count" unit="">54</metric>
    <metric name="synth-async-reset-ratio" unit="%">7.50</metric>
    <metric name="synth_top_area_share" unit="%">33.9</metric>
    <metric name="flop_cell" unit="">edfxtp_1</metric>
    <metric name="postSynthRegisterBits" unit="">80</metric>
    <metric name="yosysChipArea" unit="mm²">0.00363</metric>
    <metric name="synth_cells" unit="">326</metric>
    <metric name="largest_cells_by_area_after_synthesis" unit="">edfxtp_1, dfxtp_1, xor2_1</metric>
    <metric name="synth-edff-count" unit="">41</metric>
    <metric name="netlist_area" unit="mm²">0.00363</metric>
    <metric name="ys_cells" unit="">326</metric>
    <metric name="synth.yosys.seq_area_share" unit="%">56.3</metric>
    <metric name="synthesis.yosys.warnings" unit="">2</metric>
  </group>
  <group name="die">
    <metric name="floorplan.rows" unit="">39</metric>
    <metric name="fp-utilization" unit="%">31.3</metric>
    <metric name="io_pins" unit="">38</metric>
    <metric name="die_h" unit="µm">112</metric>
    <metric name="horizontal_die_dimension" unit="µm">112</metric>
  </group>
  <group name="final_timing">
    <metric name="unconstrained_endpoints" unit="">95</metric>
    <metric name="unclocked_regs" unit="">46</metric>
  </group>
  <group name="clock_network">
    <metric name="postCtsResizedCells" unit="">0</metric>
    <metric name="clock_tree.buffer_depth" unit="">2</metric>
    <metric name="post_cts_hold_buffer_count" unit="">0</metric>
    <metric name="htree_levels" unit="">2</metric>
    <metric name="post_cts.repair.setup_buffers" unit="">0</metric>
    <metric name="cts_root_buffer" unit="">clkbuf_16</metric>
    <metric name="cts_made_buffers" unit="">5</metric>
  </group>
  <group name="placed_design">
    <metric name="number_of_buffer_cells_added_on_primary_ports" unit="">35</metric>
    <metric name="cell_count_after_placement" unit="">493</metric>
    <metric name="place_hpwl" unit="µm">4470</metric>
    <metric name="place.gp.congestion" unit="">0.786</metric>
  </group>
</metrics>
[synth_stat cells, drive strengths merged (3+ instances only)]
master / instances
edfxtp: 41
dfxtp: 33
nor2: 33
nand3: 26
xor2: 21
nand2: 16
xnor2: 16
nor3: 13
inv: 11
nand4: 11
mux2: 9
and3: 8
clkbuf: 8
o21ai: 7
a21oi: 6
a22oi: 6
buf: 6
and4: 4
dfrtp: 4
nor4: 4
ha: 3
nand2b: 3
[logic make-up after synthesis]
kind of cell	share of synthesized area (%)
buffers and inverters	2.89
flip-flops	56.3
XOR/XNOR	8.92
AND-OR/OR-AND	6.89
multiplexers	3.07
AND/OR/NAND/NOR	20.9
adder cells (fa/ha/maj)	1.03
[through the flow]
step | setup slack, ps | hold slack (ps) | area (µm²)
floorplan | 2090 | 422 | 3630
global placement | 1010 | 439 | 4120
detailed placement | 1020 | 440 | 4120
